$ cat design/flow/design.v
`timescale 1ns/1ps 
`timescale 1ns/1ps
module Unsigned( 
input   [7:0] in,
output  reg [7:0] res);
    always @(*) 
       res = in[ 7] ? ~in + 1 : in;
endmodule
module BCD( input [7:0] in, input uFlag, output [15:0] out);
    integer sum = 0;
    integer i   = 0;
    integer j   = 0;
    integer k   = 0;
    wire [7:0] No;
    reg [15:0] res;
    Unsigned N( in, No);
    always @(*) begin
        if( uFlag)
            res = No;
        else 
            res = in;
        sum = 0;
        for( i = 0; i < 8; i = i + 1) begin
            sum = sum + (res[i] << i);
        end
        for( i = 0; i < 4; i = i + 1) begin
            k = sum % 10;
            sum = sum / 10;
            for( j = 0; j < 4; j = j + 1) begin
                res[ i * 4 + j] = k % 2;
                k = k / 2;
            end
        end
        if( in[ 7]) 
            res[15:12] = 4'b1010;
        else
            res[15:12] = 4'b1111;
    end
    assign out = res;
endmodule
module BitsGenerator( 
input  [7:0] number,
input  signedFlg,
output [15:0] bits
);
BCD bcd( number, signedFlg, bits);
endmodule
module Printer(
    input [7:0]      number,   
	input            clk,
    output reg [7:0] led_id,
    output reg [7:0] out_led 
    );
    reg [1:0]   id = 2'b0;
    reg         lc_clk = 0;
    reg [3:0]   print;
    wire [15:0] num;
    integer count = 0;
    BitsGenerator bg( number, 1'b1, num);
    always @(posedge clk) begin
        id = id + 1;
        case ( id) 
            2'b00 : led_id <= 8'b1111_1110;
            2'b01 : led_id <= 8'b1111_1101;
            2'b10 : led_id <= 8'b1111_1011;
            2'b11 : led_id <= 8'b1111_0111;
            default : led_id <= 8'b1111_1110;
        endcase
        case( id)
            2'b00 : print = num[ 3:0];
            2'b01 : print = num[ 7:4];
            2'b10 : print = num[ 11:8];
            2'b11 : print = num[ 15:12];
            default : print = num[3:0];
        endcase
         case(print)  
                4'b0000: out_led <= 8'b0000_0011;     
                4'b0001: out_led <= 8'b1001_1111;     
                4'b0010: out_led <= 8'b0010_0101;     
                4'b0011: out_led <= 8'b0000_1101;     
                4'b0100: out_led <= 8'b1001_1001;     
                4'b0101: out_led <= 8'b0100_1001;     
                4'b0110: out_led <= 8'b0100_0001;     
                4'b0111: out_led <= 8'b0001_1111;     
                4'b1000: out_led <= 8'b0000_0001;     
                4'b1001: out_led <= 8'b0000_1001;     
                4'b1010: out_led <= 8'b1111_1101;
                default:
                   out_led = 8'b1111_1111;
           endcase
       end
endmodule
$ cat design/flow/run.sh
#!/bin/bash
# OpenROAD 26Q1-2900-gdf79404cd8, Yosys 0.63+post, stock flow scripts
make -C /OpenROAD-flow-scripts/flow DESIGN_CONFIG=/design/flow/config.mk WORK_HOME=/design/flow/orfs finish
$ cat design/flow/config.mk
export PLATFORM = sky130hd
export DESIGN_NAME = Printer
export DESIGN_NICKNAME = Printer
export VERILOG_FILES = /design/flow/design.v
export SDC_FILE = /design/flow/constraint.sdc
export NUM_CORES = 4
export LEC_CHECK = 1
export CORE_AREA = 10 10 91 91
export DIE_AREA = 0 0 101 101
$ cat design/flow/constraint.sdc
current_design Printer

set clk_period 6.2
set clk_io_pct 0.2

create_clock -name clk0 -period $clk_period [get_ports {clk}]

set non_clock_inputs [all_inputs -no_clocks]
set_input_delay [expr $clk_period * $clk_io_pct] -clock clk0 $non_clock_inputs
set_output_delay [expr $clk_period * $clk_io_pct] -clock clk0 [all_outputs]
==> impl_metrics.csv <==
group,metric,value,unit
global_route,gr-total-overflow,0,
layout,syn2layout_area_growth,77.66,%
critical_path,critPathKind,"input pin to flop",
power,total_power,701.1,uW
flow_run,tool_warnings,45,
synthesis,yosys_cells,354,
die,dieArea,10200,sq um
global_route,grt_pass1_vias,3298,
layout,instances_no_fill,634,
clocking,clockBufferDepth,2,
sta,grt_setup_unrepaired,"true",
critical_path,crit_arrival,7980,ps
hold_path,hp-class,"flop to flop",
synthesis,netlist-cell-type-count,77,
synthesis,ff_type,"dfxtp_1",
sta,finalClockPeriodUsage,1.259,
critical_path,crit_path_top_delay_cell,"or3_4",
clocking,clockRootBuffer,"clkbuf_8",
critical_path,required,6380,ps
synthesis,synth.cell_area,2621,sq um
die,fp.dieH,101,microns
global_route,grt_pass1_wl,15830,microns
global_route,antenna_found_initial,0,
sta,timing.final.hold_violations,0,
route,antennaDiodeCount,0,
critical_path,path_max_fanout,4,
route,routedWlPerCell,15.54,microns
power,p_leak,0.002213,uW
power,powerDensity,150.5,nW/um^2
die,die_width,101,microns
layout,fillCellCount,400,
synthesis,synth-seq-cells,13,
sta,skew,3.061,ps
synthesis,async_flop_share,0,
critical_path,slowest_delay,380,ps
synthesis,synth_cells,354,
outcome,status,"complete, but fails checks",
global_route,track_usage,0.1845,
clocking,insertion_delay,240,ps
flow_run,drv_cap,0,
die,pin_count,25,
synthesis,syn_avg_cell_area,7.405,sq um
sta,setup_slack,-1605,ps
critical_path,critPathBufInv,3,
synthesis,edf_count,0,
synthesis,ys_seq_share,0.09928,
critical_path,start_kind,"input pin",
placed_design,dpl.hpwl,6859,microns
sta,setup_violations,7,
power,ir_drop,245.2,uV
placed_design,place_congestion,0.9887,
sta,drv_slew,0,
sta,fin_crit,7805,ps
route,final_antenna_net_count,0,
die,fp-utilization,0.4128,
clocking,cts.reportedPaths.clkPinSlew,60,ps
placed_design,port_buffers,19,
route,drt_drc_violations_left,0,
route,drt_first_pass_iters,5,
route,viasPerCell,5.544,
critical_path,endpoint_kind,"flop",
die,rows,29,
route,vias,3515,
synthesis,synth_chip_area,2621,sq um
clocking,cts_sinks,13,
sta,clock.fmax,0.1281,GHz
critical_path,cpMostUsedCell,"a21oi_2",
global_route,grt_max_degree,14,
sta,slew_headroom,0.6429,
sta,tightest_slew,535.7,ps
route,first_iter_violations,201,
clocking,numCtsBuffers,3,
route,wirelength,9853,microns
placed_design,placedCellCount,590,
clocking,cts_tree,"built",
layout,drive_gt1_frac,0.4991,
die,core_region_area,6350,sq um
outcome,violations,"setup timing",
critical_path,path_delay_family,"simple AND/OR/NAND/NOR gates",
clocking,htreeDepth,1,
synthesis,ys_warn_count,3,
tightest hold or removal path, stage by stage, from the launching register on:
cell and delay, ps:
dfxtp_1 320, inv_1 70, buf_4 130
through the flow:
stage | setup slack, ps | TNS [ps] | util | hold slack [ps] | cell area, sq um
global placement | -2005 | -13790 | 0.6380 | 533.2 | 4051
CTS | -1396 | -9453 | 0.7042 | 555.0 | 4472
global route | -1883 | -12710 | 0.7334 | 601.6 | 4657
finish | -1605 | -10790 | 0.7334 | 551.8 | 4657
floorplan | -1822 | -12310 | - | 482.0 | 2759
detailed placement | -2115 | -14570 | 0.6380 | 542.8 | 4051
Yosys cell counts (3+ instances only):
cell / count / share of area
nor2_1: 33 / 0.047
ha_1: 30 / 0.14
a21oi_1: 27 / 0.052
nand2_1: 26 / 0.037
inv_1: 21 / 0.030
nand3_1: 16 / 0.031
o21ai_0: 14 / 0.027
dfxtp_1: 13 / 0.099
nor3_1: 10 / 0.019
o211ai_1: 8 / 0.023
nand2b_1: 7 / 0.017
nor2b_1: 7 / 0.017
a21o_1: 6 / 0.017
clkbuf_1: 6 / 0.0086
or3_1: 6 / 0.014
a21boi_0: 5 / 0.014
a31oi_1: 5 / 0.012
buf_4: 5 / 0.014
o21a_1: 5 / 0.014
o31ai_1: 5 / 0.014
xnor2_1: 5 / 0.017
a211oi_2: 4 / 0.019
o21ai_1: 4 / 0.0076
or2_2: 4 / 0.0095
and2_1: 3 / 0.0072
and3_1: 3 / 0.0072
buf_2: 3 / 0.0057
buf_6: 3 / 0.013
mux2i_1: 3 / 0.011
nand4_1: 3 / 0.0072
xor2_1: 3 / 0.010
state kept, by name, indices dropped and copies added, names as in the netlist:
signal   cells
id           2
led_id       4
out_led      7
metal layers:
layer,wire (microns),GRT usage,vias up,part of all wire
met5,0,0,-,0
met4,119,0.03323,0,0.012
met3,557,0.02495,14,0.057
met2,4488,0.2845,127,0.46
met1,4687,0.2699,1649,0.48
li1,-,-,1725,-
logic make-up (layout without fill, tap and decap cells):
logic type / after synthesis / count (layout) / synth area share
AND/OR/NAND/NOR: 129 / 129 / 0.2539
AND-OR/OR-AND: 126 / 126 / 0.3695
buffers and inverters: 40 / 239 / 0.07446
adder cells (fa/ha/maj): 30 / 30 / 0.1432
flip-flops: 13 / 13 / 0.09928
XOR/XNOR: 8 / 8 / 0.02673
multiplexers: 7 / 7 / 0.03150
other: 1 / 5 / 0.001431
worst paths after layout:
path / start / endpoint / slack (ps) / cells after the start
worst max-delay path: number[2] / out_led[4] / -1610 / 39
worst min register to register: id[0] / id[0] / 550 / 2
worst min-delay path: id[0] / id[0] / 550 / 2
worst max register to register: id[0] / out_led[4] / -100 / 35
report_power, final:
part           internal, uW  leakage, uW  switching (uW)  total (uW)
combinational           291      0.00208             223         514
sequential              106     0.000107            5.12         111
clock                  45.3    0.0000228            29.8        75.2
cell type report:
class	count	area [sq um]	area share
flip-flops and latches	13	260.3	0.05588
clock buffers	4	45.04	0.009672
repair buffers	214	1659	0.3563
multi-input cells	305	2512	0.5395
inverters	21	83.83	0.01800
well taps	77	96.34	0.02069
cell usage in the layout (no fill, tap or decap), types with 8 or more instances in the layout:
cell / Yosys / final
nand3_1: 16 / 16
a21oi_1: 27 / 20
o211ai_1: 8 / 8
dfxtp_1: 13 / 13
ha_1: 30 / 21
o21ai_0: 14 / 13
clkdlybuf4s50_1: 0 / 11
inv_1: 21 / 18
nor2_1: 33 / 31
nand2_1: 26 / 23
buf_4: 5 / 193
nor3_1: 10 / 8
repair_timing:
item / 4_1_cts / 5_1_grt
hold buffers: 0 / 0
cloned: 0 / 0
setup buffers: 37 / 6
pin swaps: 13 / 32
gates resized: 60 / 30
setup endpoints to repair: 7 / 7
Power figures rest on the tool's default switching activity, not on a simulated workload.
