==> flow/run.sh <==
#!/bin/bash
# OpenROAD 26Q1-2900-gdf79404cd8, Yosys 0.63+post, stock flow scripts
make -C /OpenROAD-flow-scripts/flow DESIGN_CONFIG=/design/flow/config.mk WORK_HOME=/design/flow/orfs finish
==> flow/config.mk <==
export PLATFORM = sky130hd
export DESIGN_NAME = Memory
export DESIGN_NICKNAME = Memory
export VERILOG_FILES = /design/flow/design.v
export SDC_FILE = /design/flow/constraint.sdc
export NUM_CORES = 4
export LEC_CHECK = 1
export CORE_UTILIZATION = 50
==> flow/constraint.sdc <==
current_design Memory

set clk_period 27.4
set clk_io_pct 0.2

create_clock -name clk0 -period $clk_period [get_ports {clk}]

set non_clock_inputs [all_inputs -no_clocks]
set_input_delay [expr $clk_period * $clk_io_pct] -clock clk0 $non_clock_inputs
set_output_delay [expr $clk_period * $clk_io_pct] -clock clk0 [all_outputs]
==> flow/design.v <==
`timescale 1ns/1ps 
module FullAdder(
    input a,  
    input b, 
    input cin, 
    output cout, 
    output sum 
);
    assign cout = (a&b) | (a&cin) | (b&cin);  
    assign sum = a^b^cin; 
endmodule
module Adder
#(parameter INPUTSIZE = 4)
(
    input [INPUTSIZE - 1:0] a,
    input [INPUTSIZE - 1:0] b,
    input cin, 
    output [INPUTSIZE - 1:0] s,
    output carryFlag
);
    wire [ INPUTSIZE - 1: 0] carry;
    genvar i;
    FullAdder adder( a[0], b[0], cin, carry[0], s[0]);
    generate
        for( i = 1; i < INPUTSIZE; i = i + 1) begin 
            FullAdder add( a[i], b[i], carry[ i - 1], carry[ i], s[i]);
        end
    endgenerate
    assign carryFlag = carry[INPUTSIZE - 1]; 
endmodule
module AdderSigned
#(parameter INPUTSIZE = 4)
(
    input [INPUTSIZE - 1:0] a,  
    input [INPUTSIZE - 1:0] b, 
    input cin, 
    output [INPUTSIZE - 1:0] s, 
    output overflow 
);
    wire cf;
    Adder #(.INPUTSIZE(INPUTSIZE)) add ( a, b, cin, s, cf);
    assign overflow = (a[INPUTSIZE - 1] && b[INPUTSIZE - 1] && !s[INPUTSIZE - 1] )|| (!a[INPUTSIZE - 1] && !b[INPUTSIZE - 1] && s[INPUTSIZE - 1] )? 1 : 0;
endmodule
module AddSub
#(parameter INPUTSIZE = 4)
(
    input [INPUTSIZE - 1:0] a, 
    input [INPUTSIZE - 1:0] b, 
    input cin, 
    input operator, 
    output [INPUTSIZE - 1:0] result, 
    output overflow 
); 
    wire [ INPUTSIZE - 1: 0] cb;
    assign cb = operator ? ~b + 'b1 : b;
    AdderSigned #(.INPUTSIZE(INPUTSIZE)) add( a, cb, cin, result, overflow);
endmodule
module Memory 
(
    input clk,
    input [3:0] insCode_e,
    input [7:0] addrI,
    input [7:0] aluE_e,
    input [7:0] valC_e,
    input [3:0] dst_e,
    input       jmpFlag_e,
    input [7:0] increPC_e,
    input       writeReg_e,
    input       writeAluMem_e,
    output reg        jmpFlag_m,
    output reg [7:0]  increPC_m,
    output     [23:0] instr,
    output reg        writeReg_M,
    output reg        writeReg_m,
    output reg [3:0]  dst_M,
    output reg [3:0]  dst_m,
    output reg [7:0]  regData_M,
    output reg [7:0]  regData_m
);
    reg [7:0] ram [255:0];
    initial begin
        ram[0] = 8'b0001_0001;
        ram[1] = 8'b0000_0000;
        ram[2] = 8'b0000_0010;
        ram[3] = 8'b0001_0001;
        ram[4] = 8'b0010_0000;
        ram[5] = 8'b0000_0100;
        ram[6] = 8'b0101_0010;
        ram[7] = 8'b0000_0010;
        ram[8] = 8'b0111_1111;
        ram[9] = 8'b0001_0000;
        ram[10] = 8'b0110_0000;
        ram[127] = 8'b0001_0000;
        ram[128] = 8'b0100_0000;
    end
    reg [7:0] addrW_M;
    reg [7:0] aluE_M;
    reg [7:0] valM_M;
    reg [3:0] insCode_M;
    reg       writeAluMem_M;
    reg       writeMem;
    reg [7:0] valC_M;
    always @(posedge clk) begin 
        dst_M      = dst_e;
        jmpFlag_m  = jmpFlag_e;
        writeReg_M = jmpFlag_m === 1'b1 ? 1'b0 : writeReg_e;
        writeAluMem_M = writeAluMem_e;
        insCode_M  = insCode_e;
        aluE_M     = aluE_e;
        jmpFlag_m  = jmpFlag_e;
        increPC_m  = increPC_e;
        valM_M     = ram[valC_M];
        valC_M     = valC_e;
        regData_M  = writeAluMem_M ? aluE_M : valM_M;
        if( insCode_M == 4'b0010) 
            writeMem = 1'b1;
        else 
            writeMem = 1'b0;
        if( writeMem) 
            ram[ valC_M] = aluE_M;    
    end
    always @(negedge clk) begin 
        dst_m = dst_M;
        writeReg_m = writeReg_M;
        regData_m  = regData_M;
    end
    assign instr = {ram[addrI], ram[addrI + 1], ram[addrI + 2]};
endmodule
module PC
(
    input clk,
    input [23:0] instr,
    input        jmpFlag_m,
    input [7:0]  increPC_m,
    output [7:0]  addrI,
    output reg [23:0] instr_f,
    output reg [7:0]  increPC_f,
    output reg error
);
    reg  [7:0] predPC_F;
    reg  [7:0] addrNext;
    reg  [7:0] predPC_f;
    reg needReg;
    reg needCon;
    initial 
        predPC_f = 8'b0;
    always @(posedge clk) begin 
        error    = 1'b0;
        predPC_F = predPC_f;
        addrNext = ( jmpFlag_m === 1'b1 ? increPC_m : predPC_F);
        case(instr[23:20])
            4'b0000 : 
                begin 
                    needReg = 1'b0;
                    needCon = 1'b0;
                end
            4'b0001 : 
                begin 
                    needReg = 1'b1;
                    case( instr[19:16]) 
                        4'b0000 : needCon = 1'b0;
                        4'b0001 , 
                        4'b0010 : needCon = 1'b1;
                        default : error   = 1'b1;
                    endcase
                end
            4'b0010 : 
                begin 
                    needReg = 1'b1;
                    needCon = 1'b1;
                end
            4'b0011 : 
                begin 
                    needReg = 1'b1;
                    needCon = 1'b0;
                end
            4'b0100 : 
                begin 
                    needReg = 1'b0;
                    needCon = 1'b1;
                end
            4'b0101 : 
                begin 
                    needReg = 1'b1;
                    needCon = 1'b1;
                end
        endcase
    end
    wire [1:0] increB;
    wire [7:0] increPC;
    Adder #(.INPUTSIZE(2)) IncreBytes( {1'b0, needReg}, {1'b0, needCon}, 1'b1, increB, c);
    Adder #(.INPUTSIZE(8)) PCIncrementer( predPC_F, {6'b0, increB}, 1'b0, increPC, carryFlag); 
    always @( negedge clk) begin 
        increPC_f = increPC;
        instr_f = instr;
        case( instr[23:20]) 
            4'b0000 ,
            4'b0001 ,
            4'b0010 ,
            4'b0011 : predPC_f = increPC_f; 
            4'b0100 : predPC_f = instr[15:8];
            4'b0101 : predPC_f = instr[7:0];
            default : error  = 1'b1;
        endcase
        if( jmpFlag_m) 
            predPC_f = increPC_m;
    end 
    assign addrI = addrNext;
endmodule
==> out/metrics.yaml <==
run_status:
  status: "finished, violations left"
  violated_checks: "max-capacitance violations, max-slew violations"
drt:
  via_count: 91600
  remaining_drc_errors: 0
  avgViaCountPerCell: 7.78
  dr.first_iter.drc_count: 8726
  drtAntennaViolNets: 0
  drt_wl_total_mm: 589
  firstDrtPassIters: 6
  routedWlPerCell_um: 50.0
placed_design:
  rd_place_congestion: 1.12
  detailed_place.area_mm2: 0.136
  total_half_perimeter_wirelength_after_legalization_and_detailed_placement_mm: 413
  buffer_ports.inserted: 102
final_layout:
  area_growth_pct: 12.2
  final_design_area_no_fill_mm2: 0.144
  combGateArea_mm2: 0.0626
  final-seq-area_mm2: 0.0624
  fill_cells: 19400
  final_layout_size_suffix_gt1_frac: 0.380
  final_core_utilization: 0.566
final_timing:
  max-slew-margin-rel: -0.0158
  total_count_of_max_transition_violations_in_the_final_report: 3
  clock_skew_ns: 0.0333
  tightestPinTransition_ns: 1.52
  final_hold_viol_count: 0
  tns_ns: 0
  setup_repair_after_global_routing_missed_its_margin: "no"
  final-setup-viol-count: 0
die:
  die-height_um: 509
  die.size.x_um: 509
  design.die.area_mm2: 0.259
  pin_count: 103
  rows: 185
  floorplan.initialDensity: 0.504
  placeableCoreArea_mm2: 0.255
pwr:
  ir_drop_uv: 56.8
  power_per_cell_area_mw_per_mm2: 57.4
  p_leak_nw: 46.2
global_route:
  grt_pass1_vias: 95000
  grt_start_max_net_pins: 95
  grt_use_total: 0.517
  grt-ovfl-total: 0
  grt_pass1_wl_mm: 795
  antenna_violations_before_repair: 59
logic_synthesis:
  synth.avg_cell_area_um2: 16.4
  edf_count: 2048
  top_cells_by_count: "edfxtp_1 (2048), mux4_2 (1933), nand2_1 (691)"
  netlist_top_cells_area: "edfxtp_1 (48%), mux4_2 (34%), mux2i_1 (3.0%)"
  postSynthSeqShare: 0.486
  syn_inst: 7839
  netlist.top_cell.by_area: "edfxtp_1"
  synth_async_sr_flop_share: 0
  ys_chip_area_mm2: 0.128
  synth.ff_latch_count: 2091
  dominantRegCellSynth: "edfxtp_1"
  synth_area_mm2: 0.128
  top_cell_area_share: 0.479
  synth.yosys.num_cells: 7839
  yosys_warnings: 1
  synthMostInstantiatedCell: "edfxtp_1"
  post_synth_num_cell_types: 76
critical_path:
  criticalPathCategory: "flip-flop to output pin"
  worst_path_dominant_cell_family: "buffers and inverters"
  worstPathCellList: "clkdlybuf4s50_1"
  cp.required_ns: 21.92
  critical_path.startpoint_type: "flip-flop"
  crit_path_top_delay_cell: "clkdlybuf4s50_1"
  cp-end-kind: "output pin"
  worst_ep_arrival_time_ns: 15.39
  timing.critical_path.slowest_cell_delay_ns: 0.47
  path_max_fanout: 1
  cp.buffers_inverters: 1
job:
  drv_cap: 1
  tool_warnings: 39
clock_tree:
  clock_insertion_delay_worst_skew_ns: 0.95
  post-cts-setup-buffers: 0
  clk_pin_slew_ns: 0.06
  clk_path_buf_depth: 4
  cts_buffers: 240
  clock_tree_from_tritoncts: "yes"
  post_cts_hold_fix_buffer_tally: 0
  clock_tree.htree_level_count: 4
  clock-root-buffer: "clkbuf_16"
  cts_repair_resize_count: 0
  clock_sink_count: 2091
hold_path:
  holdCritPathClass: "flip-flop to flip-flop"
[report_power, final]
part / total (mW) / switching, mW / internal, mW
clock: 3.30 / 1.37 / 1.93
combinational: 1.45 / 0.943 / 0.507
sequential: 3.52 / 0.00619 / 3.52
[state kept, by name (all words and copies together), names as in the netlist, named ones only]
name / flops
increPC_m: 8
dst_M: 4
writeReg_M: 1
regData_m: 8
regData_M: 8
writeReg_m: 1
ram: 2048
dst_m: 4
jmpFlag_m: 1
[kinds of logic (layout without fill, tap and decap cells)]
group / count (synthesis) / after routing / share of synthesized area
multiplexers: 2386 / 2386 / 0.375
AND/OR/NAND/NOR: 1649 / 1649 / 0.0560
AND-OR/OR-AND: 914 / 914 / 0.0521
buffers and inverters: 779 / 1274 / 0.0295
flip-flops: 2091 / 2091 / 0.486
adder cells (fa/ha/maj): 2 / 2 / 0.000195
XOR/XNOR: 18 / 18 / 0.00140
other: 0 / 80 / 0
[per-stage QoR]
| step | cells | total power, mW | worst slack [ns] | hold slack, ns |
|---|---|---|---|---|
| after floorplan | 7839 | 4.33 | 7.96 | 0.700 |
| after global placement | 11300 | 4.97 | 7.43 | 1.03 |
| after detailed placement | 11300 | 4.97 | 7.43 | 1.03 |
| after CTS | 11700 | 8.22 | 6.49 | 1.06 |
| after global routing | 11700 | 8.41 | 6.47 | 1.14 |
| final | 11800 | 8.27 | 6.53 | 1.10 |
[layer usage]
metal	wire [µm]	up-vias	track usage
met5	5510	-	0.165
met4	51600	101	0.321
met3	122000	1763	0.444
met2	248000	8775	0.656
met1	162000	46500	0.573
li1	-	34500	-
[placed cells by master, fill, tap and decap left out, types with 89 or more instances in the layout]
master,n
a32oi_1,89
a22oi_1,220
mux4_2,1933
nand2_1,679
a31oi_1,95
edfxtp_1,2048
buf_4,701
clkbuf_16,246
nand3_1,232
mux2i_1,386
nor2_1,431
[tightest hold or removal path, delay by kind of cell, from the launching register on]
kind	cells	cell delay, ns
AOI/OAI and AO/OA	2	0.28
buffers and inverters	2	0.45
DFF	1	0.31
[worst paths after layout]
kind	from	to	slack, ns	depth (start not counted)
worst max-delay path	regData_m[7]$_DFF_N_	regData_m[7]	6.53	1
worst max register to register	regData_M[4]$_DFF_P_	regData_m[4]$_DFF_N_	13.25	0
worst min register to register	flip-flop	regData_M[6]$_DFF_P_	1.10	4
worst min-delay path	flip-flop	regData_M[6]$_DFF_P_	1.10	4
[cell type report]
cell class	instances	share of cell area
Antenna cell	80	0.00139
Clock buffer	296	0.0446
Clock inverter	151	0.0107
Inverter	10	0.000295
Multi-Input combinational cell	4969	0.435
Sequential cell	2091	0.433
Tap cell	3366	0.0292
Timing Repair Buffer	817	0.0460
Power figures rest on the tool's default switching activity, not on a simulated workload.
