**design/flow/run.sh**
```bash
#!/bin/bash
# OpenROAD 26Q1-2900-gdf79404cd8, Yosys 0.63+post, stock flow scripts
make -C /OpenROAD-flow-scripts/flow DESIGN_CONFIG=/design/flow/config.mk WORK_HOME=/design/flow/orfs finish
```
**design/flow/config.mk**
```make
export PLATFORM = sky130hd
export DESIGN_NAME = Multiplier
export DESIGN_NICKNAME = Multiplier
export VERILOG_FILES = /design/flow/design.v
export SDC_FILE = /design/flow/constraint.sdc
export NUM_CORES = 4
export LEC_CHECK = 1
export CORE_AREA = 10 10 78 78
export DIE_AREA = 0 0 88 88
```
**design/flow/constraint.sdc**
```tcl
current_design Multiplier

set clk_period 5.6
set clk_io_pct 0.2

create_clock -name clk0 -period $clk_period

set non_clock_inputs [all_inputs -no_clocks]
set_input_delay [expr $clk_period * $clk_io_pct] -clock clk0 $non_clock_inputs
set_output_delay [expr $clk_period * $clk_io_pct] -clock clk0 [all_outputs]
```
**design/flow/design.v**
```verilog
module Multiplier
#(parameter INPUTSIZE = 4)
(
	input      [INPUTSIZE - 1:0] a,
	input  	   [INPUTSIZE - 1:0] b,
	output reg [2 * INPUTSIZE - 1:0] z,
	output ZF
);
	reg [INPUTSIZE - 1:0] tmpA;
	reg [INPUTSIZE - 1:0] tmp;
	reg [2 * INPUTSIZE - 1:0] tmpB;
	reg [2 * INPUTSIZE - 1:0] res;
	reg [2 * INPUTSIZE - 1:0] sum;
	integer i = 0;
	always @(*) begin
		sum = 1'b0;
		tmpA = a[INPUTSIZE - 1] ? ~a + 1 : a;
		tmp  = b[INPUTSIZE - 1] ? ~b + 1 : b;
		tmpB = { {INPUTSIZE{1'b0}}, tmp};
		for( i = 0; i < INPUTSIZE; i = i + 1) begin 
			if( tmpA[0]) begin 
				sum = sum + tmpB;
			end
			tmpA  = tmpA >> 1;
			tmpB  = tmpB << 1;
		end
		z = ( a[ INPUTSIZE - 1] ^ b[ INPUTSIZE - 1]) ? ~sum + 1 : sum;
	end
endmodule
```
==> flow_summary.rst <==
Synthesis and place-and-route
=============================

.. list-table::
   :header-rows: 1

   * - Metric
     - Value
   * - Register share after synthesis
     - 0%
   * - Post-DP HPWL
     - 1960 microns
   * - Status
     - finished, violations left
   * - Routed wire length per instance
     - 10.7 microns
   * - Number of standard cells after synthesis
     - 110
   * - Total power
     - 0.254 mW
   * - Initial standard-cell utilization of the core
     - 20.5%
   * - Top cell type's share of synthesized area
     - 19.4%
   * - Pin count of the biggest net entering global routing
     - 11
   * - Proportion of power drawn by flip-flops and latches
     - 0%
   * - Fraction of power spent switching nets
     - 41.7%
   * - Average vias per placed instance
     - 4.17
   * - Unrepaired setup endpoints after global routing
     - true
   * - Data arrival time of the worst path
     - 5150 ps
   * - First-iteration detailed-routing DRC count
     - 25
   * - Std cell rows
     - 24
   * - Failing checks
     - negative setup slack
   * - Classification of the worst setup path
     - in2out
   * - Post-route setup slack
     - -672 ps
   * - Detailed Routing Iterations Pass 1
     - 4
   * - Total setup violations reported at the end of the flow
     - 4
   * - Power density of the placed cells
     - 159 mW/mm^2
   * - Weighted congestion at the end of routability-driven global placement
     - 0.843
   * - Chip Height
     - 88 microns
   * - Count of flip-flops and latches
     - 0
   * - Area Growth Syn to Fin
     - 76.2%
   * - Count of hold buffers inserted by post-cts repair
     - 0
   * - Syn Area/Cell
     - 8.22 sq um
   * - Total number of yosys warnings
     - 2
   * - Highest ir drop seen on vdd
     - 99.0 uV
   * - Cell at the slowest stage of the critical path
     - sky130_fd_sc_hd__fa_2
   * - Total wire length
     - 2310 microns
   * - Total routing usage reported by global routing
     - 6.31%
   * - Cell seen most often among critical-path stages
     - sky130_fd_sc_hd__ha_4
   * - Maximum capacitance violations
     - 0
   * - Slew @ Worst Pin
     - 508 ps
   * - Cell Area, Synth
     - 905 sq um
   * - First-pass GRT wire length
     - 4150 microns
   * - Vias after detailed routing
     - 901
   * - Final sum of negative setup slack
     - -2340 ps
   * - Combinational Power Share
     - 100.0%
   * - Number of placed I/O pins
     - 17
   * - Global-route congestion overflow total
     - 0
   * - Yosys cell types
     - 39
   * - Flop area
     - 0 sq um
   * - Type of origin of the critical path
     - input port
   * - Layout clock buffer count
     - 0
   * - CORE AREA
     - 0.00441 sq mm
   * - Headroom to the max-slew limit
     - 66.2%
   * - Critical path endpoint category
     - primary output
   * - Max frequency
     - 159 MHz
   * - Hold Vio Cnt, Final
     - 0
   * - Dominant cell type by area after synthesis
     - sky130_fd_sc_hd__ha_1
   * - Fraction of the cycle the final worst path needs
     - 112%
   * - Antenna viol nets, final
     - 0
   * - DR DRC count
     - 0
   * - OpenROAD warnings
     - 35
   * - Antenna violations before repair
     - 0
   * - Minimum period implied by the final worst setup slack
     - 6270 ps
   * - Largest driver fanout on the critical path
     - 2
   * - Area of the die
     - 0.00774 sq mm
   * - Internal power
     - 0.148 mW
   * - Vias in the first global route
     - 916
   * - Die boundary width
     - 88 microns
   * - Synthesized chip area reported by yosys
     - 905 sq um
   * - Biggest cell delay along the critical path
     - 550 ps
   * - Switching power total
     - 0.106 mW
   * - Cell types with the largest area share after synthesis
     - sky130_fd_sc_hd__ha_1 19%, sky130_fd_sc_hd__xor2_1 8.7%, sky130_fd_sc_hd__xnor2_1 6.8%, sky130_fd_sc_hd__fa_1 6.6%, sky130_fd_sc_hd__a21oi_1 4.4%
   * - Static leakage
     - 0.772 nW
   * - Antenna cell count
     - 0
   * - Ordered list of cells on the worst path
     - buf_8 > inv_8 > ha_4 > nand2_4 > o21ai_4 > and2_4 > ha_4 > fa_1 > nor2b_1 > a31o_2 > ha_4 > fa_2 > a21o_1 > ha_4 > fa_2 > nor2_4 > a221oi_4 > buf_4 > nor2b_4 > a41oi_2 > xor2_1 > buf_2
   * - Number of fill cells
     - 430
   * - Required arrival time at the worst endpoint
     - 4480 ps
   * - Worst hold path stage count
     - 7
   * - Count of buffers from port buffering
     - 16
   * - Worst Hold Class
     - in2out
   * - Worst Hold Launch
     - b[3]
   * - Clock group share of total power
     - 0%
   * - CP Launch Point
     - b[0]
   * - Layout cell share with drive strength beyond 1
     - 53.0%
   * - Ys cells
     - 110
   * - Slew Viols, Final
     - 0
## cell families (layout without fill, tap and decap cells)
family	Yosys count	count (layout)	synth area share [%]
buffers and inverters	10	64	6.22
muxes	3	3	4.70
AOI/OAI and AO/OA	29	29	23.9
and+or+nand+nor	34	34	23.2
other	1	1	0.415
adders and majority gates	17	17	26.0
xor gates and xnor gates	16	16	15.5
## path summary, 6_finish.rpt
| path | to | slack, ps |
|---|---|---|
| max | z[7] | -670 |
| min | z[5] | 3060 |
## synth_stat cells
cell,n
sky130_fd_sc_hd__nor2b_2,1
sky130_fd_sc_hd__mux2i_1,2
sky130_fd_sc_hd__or4b_1,1
sky130_fd_sc_hd__o21a_1,1
sky130_fd_sc_hd__a221oi_4,1
sky130_fd_sc_hd__nor4b_4,1
sky130_fd_sc_hd__mux2i_4,1
sky130_fd_sc_hd__a31o_2,1
sky130_fd_sc_hd__nand2_1,6
sky130_fd_sc_hd__buf_4,1
sky130_fd_sc_hd__xnor2_1,7
sky130_fd_sc_hd__nand4_1,1
sky130_fd_sc_hd__o21ai_0,4
sky130_fd_sc_hd__nand3_1,2
sky130_fd_sc_hd__nand2b_1,1
sky130_fd_sc_hd__a211oi_1,1
sky130_fd_sc_hd__nor3b_2,1
sky130_fd_sc_hd__a41oi_2,1
sky130_fd_sc_hd__a21oi_1,8
sky130_fd_sc_hd__and2_2,3
sky130_fd_sc_hd__and3_1,1
sky130_fd_sc_hd__and2_4,1
sky130_fd_sc_hd__conb_1,1
sky130_fd_sc_hd__nor2_1,10
sky130_fd_sc_hd__nand2b_2,1
sky130_fd_sc_hd__fa_1,3
sky130_fd_sc_hd__xor2_1,9
sky130_fd_sc_hd__a31oi_1,2
sky130_fd_sc_hd__a41o_1,1
sky130_fd_sc_hd__and2b_2,1
sky130_fd_sc_hd__nor3_1,1
sky130_fd_sc_hd__inv_1,7
sky130_fd_sc_hd__nor2b_1,2
sky130_fd_sc_hd__ha_1,14
sky130_fd_sc_hd__a21o_1,5
sky130_fd_sc_hd__a32o_1,1
sky130_fd_sc_hd__buf_6,2
sky130_fd_sc_hd__a21boi_0,1
sky130_fd_sc_hd__o22ai_1,2
## metrics by stage
| step | cells | area [sq um] | setup slack [ps] | hold slack [ps] | util (%) |
|---|---|---|---|---|---|
| final | 216 | 1590 | -672 | 3060 | 36.1 |
| after global routing | 216 | 1590 | -901 | 3120 | 36.1 |
| after CTS | 213 | 1520 | -766 | 3050 | 34.4 |
| after detailed placement | 206 | 1440 | -1700 | 3440 | 32.6 |
| after global placement | 206 | 1440 | -1680 | 3450 | 32.6 |
| after floorplan | 110 | 1010 | -395 | 2340 | - |
## power groups by stage
stage	Combinational, mW	Clock (mW)	Sequential, mW
6_report	0.254	0	0
5_1_grt	0.282	0	0
4_1_cts	0.239	0	0
## layout make-up
| cell class | count | area [sq um] | share of cell area [%] |
|---|---|---|---|
| multi-input cells | 100 | 1010 | 63.3 |
| repair buffers | 57 | 473 | 29.7 |
| well taps | 52 | 65.1 | 4.08 |
| inverters | 7 | 46.3 | 2.90 |
## layer usage
metal / wire [microns] / vias to the layer above / share of wire [%] / GRT usage [%]
met5: 0 / - / 0 / 0
met4: 0 / 0 / 0 / 0
met3: 87 / 0 / 3.8 / 0.748
met2: 1020 / 12 / 44 / 10.6
met1: 1200 / 388 / 52 / 8.98
li1: - / 501 / - / -
## critical path, delay by kind of cell
family / cells / cell delay, ps
AND/OR/NAND/NOR: 5 / 410
AND-OR/OR-AND: 5 / 930
buffers and inverters: 4 / 400
XOR/XNOR: 1 / 150
adder cells (fa/ha/maj): 7 / 2140
## cells in the final DEF (no fill, tap or decap), types with 5 or more instances in the layout
cell	count
sky130_fd_sc_hd__a21o_1	5
sky130_fd_sc_hd__a21oi_1	5
sky130_fd_sc_hd__buf_2	5
sky130_fd_sc_hd__buf_4	35
sky130_fd_sc_hd__buf_6	6
sky130_fd_sc_hd__clkdlybuf4s50_1	6
sky130_fd_sc_hd__ha_1	10
sky130_fd_sc_hd__nand2_1	5
sky130_fd_sc_hd__nor2_1	7
sky130_fd_sc_hd__xor2_1	8
## repair_timing
item | 4_1_cts | 5_1_grt
setup buffers | 7 | 6
hold endpoints to repair | 0 | 0
endpoints found under the setup margin | 6 | 5
pin swaps | 14 | 15
resized | 42 | 16
No activity file was given, so power comes from the tool's default toggle rates.
